$ cat /design/flow/config.mk
export PLATFORM = sky130hd
export DESIGN_NAME = cronometru
export DESIGN_NICKNAME = cronometru
export VERILOG_FILES = /design/flow/design.v
export SDC_FILE = /design/flow/constraint.sdc
export NUM_CORES = 4
export LEC_CHECK = 1
export CORE_UTILIZATION = 50
export SYNTH_MEMORY_MAX_BITS = 65536
$ cat /design/flow/constraint.sdc
current_design cronometru

set clk_period 213.0
set clk_io_pct 0.2

create_clock -name clk0 -period $clk_period [get_ports {clk}]

set non_clock_inputs [all_inputs -no_clocks]
set_input_delay [expr $clk_period * $clk_io_pct] -clock clk0 $non_clock_inputs
set_output_delay [expr $clk_period * $clk_io_pct] -clock clk0 [all_outputs]
$ cat /design/flow/design.v
module BCD(input[7:0] bin,
	   output reg [7:0] bcd);
reg [3:0] i;
always@(bin)
	begin
		bcd=0;
		for(i=0;i<8;i=i+1)
			begin
				bcd={bcd[6:0],bin[7-i]};
				if(i<7&&bcd[3:0]>4)   bcd[3:0]=bcd[3:0]+3;
				if(i<7&&bcd[7:4]>4)   bcd[7:4]=bcd[7:4]+3;
			end
	end
endmodule
module bram #(parameter WIDTH = 8, parameter ADR_WIDTH=10)
(
	input [ADR_WIDTH-1:0]adr_in,
	input [WIDTH-1:0] data_in,
	input WE,
	input clk,
	input rst,
	output reg [WIDTH-1:0] data_out
);
reg[WIDTH-1:0]ram[2**ADR_WIDTH-1:0];
always @(posedge clk)
begin
	if(WE)
		ram[adr_in]<=data_in;
	data_out<=ram[adr_in];
end
endmodule
module cronometru(input clk,
		 input rst,
		 input en,
		 input [1:0] comanda,
		 output [6:0] hex_0,
		output[6:0] hex_1,
		output [6:0] hex_2,
		output [6:0] hex_3,
		output [8:0] led_0
		);
wire clk_div;
wire [7:0]timp_s;
wire [7:0] timp_m;
wire [7:0] bcd;
wire [7:0] bcd1;
wire [9:0] adresa;
clk_div modul1(.clk(clk),.rst(rst),.en(en),.clk_div(clk_div));
clk_mng modul2(.clk(clk_div),.rst(rst),.timp_s(timp_s),.timp_m(timp_m),.comanda(comanda),.adr_out(adresa));
bram #(.WIDTH(9))modul9(.clk(clk_div),.rst(rst),.WE(1),.adr_in(adresa),.data_in({timp_m[0],timp_s}),.data_out(led_0));
BCD modul3(.bin(timp_s),.bcd(bcd));
BCD modul4(.bin(timp_m),.bcd(bcd1));
hex modul5(.in(bcd[3:0]), .hex_0(hex_0));
hex modul6(.in(bcd[7:4]), .hex_0(hex_1));
hex modul7(.in(bcd1[3:0]), .hex_0(hex_2));
hex modul8(.in(bcd1[7:4]), .hex_0(hex_3));
endmodule
module hex
(
	input [3:0] in,
	output[6:0] hex_0
);
reg [6:0] hex_reg;
always@(in)
begin
	case(in)
	0: hex_reg=7'b1000000;
	1: hex_reg=7'b1111001;
	2: hex_reg=7'b0100100;
	3: hex_reg=7'b0110000;
	4: hex_reg=7'b0011001;
	5: hex_reg=7'b0010010;
	6: hex_reg=7'b0000010;
	7: hex_reg=7'b1111000;
	8: hex_reg=7'b0000000;
	9: hex_reg=7'b0010000;
	10: hex_reg=7'b0001000;
	11: hex_reg=7'b0000011;
	12: hex_reg=7'b1000110;
	13: hex_reg=7'b0100001;
	14: hex_reg=7'b0000110;
	15: hex_reg=7'b0001110;
	endcase
end
assign hex_0=hex_reg;
endmodule
module  clk_div #(parameter perioada=5000000)
(
		input rst,
		input clk,
		input en,
		output clk_div
);
reg clk_reg;
reg clk_next;
reg [24:0]cnt_reg;
reg [24:0]cnt_next;
always @(posedge clk or negedge rst)
begin
	if(!rst)
	begin
		cnt_reg<=0;
		clk_reg<=0;
	end
	else
	begin
		cnt_reg<=cnt_next;
		clk_reg<=clk_next;
	end
end
always @(clk_reg,en)
begin
	clk_next=clk_reg;
        cnt_next=cnt_reg;
	if(en)
	begin
		if(cnt_reg == perioada)
		begin 
			cnt_next=0;
			clk_next=~(clk_reg);
		end
		else
		begin
			cnt_next=cnt_reg+1;
		end
	end
end
assign clk_div=clk_reg;
endmodule
module clk_mng #(parameter ADR_WIDTH=10)
(
	input clk,
	input rst,
	input [1:0]comanda,
	output [7:0]timp_s,
	output [7:0] timp_m,
	output [ADR_WIDTH-1:0] adr_out
);
reg[7:0] contor_reg_s;
reg[7:0] contor_next_s;
reg [7:0] contor_reg_m;
reg [7:0]  contor_next_m;
reg[ADR_WIDTH-1:0] adr_reg, adr_next;
reg [2:0] state_reg;
reg [2:0] state_next;
always @(posedge clk or negedge rst)
begin
	if(!rst)
	begin
		contor_reg_s<=0;
		contor_reg_m<=0;
		state_reg<=3'b000;
		adr_reg<=0;
	end
	else
	begin
		contor_reg_s<=contor_next_s;
		contor_reg_m<=contor_next_m;
		state_reg<=state_next;
		adr_reg<=adr_next;
	end
end
always @(state_reg, contor_reg_s,contor_reg_m)
begin
	state_next=state_reg;
	contor_next_s=contor_reg_s;
	adr_next=adr_reg;
	contor_next_m=contor_reg_m;
	case(state_reg)
	3'b000: begin
		contor_next_s=0;
		contor_next_m=0;
		if(comanda==2'b01)
			state_next=3'b001;
		end
	3'b001: begin
		contor_next_s=contor_reg_s+1;
		if(contor_reg_s==60) begin
 			contor_next_s=0;
			contor_next_m=contor_reg_m+1;
			end							
		if(comanda==2'b11)
			state_next=3'b100;
		if(comanda==2'b10)
			state_next=3'b010;
		if(comanda==2'b00)
			state_next=3'b000;
		end
	3'b100: begin
		state_next=3'b011;
		adr_next=adr_reg+1;
	      end
	3'b011: begin
		if(comanda==2'b01)
			state_next=3'b001;
		end
	3'b010: begin
		if(comanda==2'b01)
			state_next=3'b000;
		end
	endcase
end
assign timp_s=contor_reg_s;
assign timp_m=contor_reg_m;
assign adr_out=adr_reg;
endmodule
$ cat /design/flow/run.sh
#!/bin/bash
# OpenROAD 26Q1-2900-gdf79404cd8, Yosys 0.63+post, stock flow scripts
make -C /OpenROAD-flow-scripts/flow DESIGN_CONFIG=/design/flow/config.mk WORK_HOME=/design/flow/orfs finish
==> flow_metrics.py <==
# Flow results
metrics = {
    "worst_setup_path": {
        "required_ps": 213180,
        "crit_arrival_ps": 44880,
        "ff2ff_path_depth": 9,
        "start_kind": "primary input",
        "end_kind": "flip-flop",
        "cp_slowest_cell": "clkdlybuf4s50_1",
        "worstPathMaxFanout": 8,
        "crit_type": "in2reg",
        "timing.critical_path.slowest_cell_delay_ps": 620,
        "reg2reg_to": "modul1.cnt_reg[22]",
        "crit_chain": "clkdlybuf4s50_1 > nand4_1 > nor2_1 > and3_1 > nand2_1 > nor2_1 > nand4_1 > or3_1 > a21oi_1",
        "r2r_slack_ps": 210730,
        "rr_startpoint": "modul1.cnt_reg[1]",
    },
    "route": {
        "via_count": 172000,
        "drtIter0Drc": 11500,
        "via_per_inst": 6.35,
        "dr.pass1.iters": 8,
        "drc": 0,
        "ant_nets": 0,
        "routed_wl_mm": 1020,
        "wl_per_cell_um": 37.6,
    },
    "finish": {
        "drive_above_1_share": 0.219,
        "largest_register_ffs": 9216,
        "syn_to_final_growth_pct": 5.62,
        "nFillCells": 54300,
    },
    "floorplanning": {
        "core_area_um2": 714000,
        "fp_util": 0.502,
        "fp.dieH_um": 849,
        "die_w_um": 849,
        "ios": 42,
        "fp-row-count": 310,
        "dieArea_um2": 721000,
    },
    "yosys": {
        "yosys_area_um2": 359000,
        "avgSynthCellArea_um2": 21.2,
        "syn_area_um2": 359000,
        "synth-edff-count": 9216,
        "synth.distinct_cells": 108,
        "yosys.area.top_type": "edfxtp_1",
        "top_cell_area_share": 0.772,
        "yosysSeqAreaShare": 0.776,
        "ys_ff": 9282,
        "synthTopCellsByArea": "edfxtp_1, mux4_2, mux2i_1",
        "synth-main-ff-cell": "edfxtp_1",
        "async_reset_ff_frac": 0.00614,
        "syn_inst": 16900,
        "ys_cells": 16900,
        "yosysWarnings": 6,
    },
    "placed_design": {
        "gp_congestion": 0.911,
        "place_hpwl_mm": 668,
        "io_buffers": 41,
        "post-place-ws_ps": 168060,
    },
    "power": {
        "combPwrFrac": 0.114,
        "sw_frac_of_total": 0.252,
        "power_frac_clock": 0.360,
        "power_density_nw_per_um2": 0.0304,
        "power_frac_seq": 0.527,
        "internal_power_w": 0.00000852,
        "power_leakage_nw": 94.6,
        "peakVddDrop_mv": 0.00379,
        "p_sw_w": 0.00000290,
    },
    "clock_tree": {
        "post_cts_buffers": 0,
        "cts_resized": 0,
        "ctsRootBufferMaster": "clkbuf_16",
        "htreeDepth": 1,
        "cts_inserted_buffers": 3,
        "clock.latency.late_pin_ps": 260,
        "cts_max_path_buffers": 2,
        "cts_tree": "yes",
        "ctsHoldBuffers": 0,
        "clk_pin_slew_ps": 60,
    },
    "worst_hold_path": {
        "hold_depth": 1,
        "min_from": "modul1.cnt_reg[24]",
        "hold_path.class": "reg2reg",
        "whs_endpoint": "modul1.cnt_reg[24]",
    },
    "timing": {
        "drv_slew": 0,
        "finClkSkew_ps": 4.32,
        "fmax_mhz": 22.4,
        "tightest_slew_ps": 1110,
        "setup_tns_ps": 0,
        "min_period_ps": 44700,
        "unclocked_pins": 9256,
        "relSlewSlack": 0.259,
        "period_used_share": 0.210,
        "hold_viol": 0,
        "setup_slack_ps": 168300,
        "rsz0062_at_grt": "false",
        "untimed_endpoints": 18500,
        "finalHoldWorstSlack_ps": 477,
        "setup_viol": 0,
    },
    "run_status": {
        "status": "finished, final reports clean",
    },
    "flow_run": {
        "warnings": 441,
        "drv_cap": 0,
    },
    "global_route": {
        "antenna_found_initial": 93,
        "grt.overflow.total": 0,
        "grt_max_degree": 235,
        "grt_pass1_vias": 183000,
        "grt_pass1_wl_mm": 1430,
        "grt_use_total": 0.321,
    },
}
## placed cells by master (no fill, tap or decap), drive strengths merged, types with 43 or more instances in the layout
| master | n |
|---|---|
| edfxtp | 9216 |
| mux4 | 2031 |
| buf | 1597 |
| nor2 | 1195 |
| mux2i | 644 |
| a22oi | 622 |
| nand2 | 275 |
| o22ai | 231 |
| diode | 200 |
| o21ai | 154 |
| nand4 | 145 |
| a21oi | 131 |
| a221oi | 117 |
| a22o | 111 |
| nor3 | 85 |
| nand3 | 81 |
| a31oi | 68 |
| o211ai | 56 |
| dfrtp | 56 |
| nor4 | 43 |
## area by class of cell
class / instances / area, um2 / area share
timing repair buffer: 1637 / 12600 / 0.0334
clock buffer: 4 / 78.8 / 0.000208
tap: 9516 / 11900 / 0.0314
sequential: 9282 / 278000 / 0.735
multi-input combinational: 6456 / 75000 / 0.198
inverter: 45 / 183 / 0.000482
antenna: 200 / 500 / 0.00132
## through the flow
stage                     cell area [um2]  cells   power [W]  utilization
final                              379000  27100   0.0000115        0.531
after global routing               378000  27000   0.0000121        0.530
after CTS                          378000  26900   0.0000116        0.530
after detailed placement           378000  26900  0.00000746        0.530
after global placement             378000  26900  0.00000753        0.530
after floorplan                    359000  16900  0.00000673            -
## synthesized netlist by cell type, types with 81 or more instances
| cell | instances |
|---|---|
| a21oi_1 | 131 |
| a221oi_1 | 116 |
| a22o_1 | 111 |
| a22oi_1 | 621 |
| buf_2 | 384 |
| buf_4 | 99 |
| clkbuf_1 | 471 |
| edfxtp_1 | 9216 |
| mux2i_1 | 642 |
| mux4_2 | 2031 |
| nand2_1 | 275 |
| nand3_1 | 81 |
| nand4_1 | 145 |
| nor2_1 | 1192 |
| nor3_1 | 84 |
| o21ai_0 | 145 |
| o22ai_1 | 231 |
## cells by family (layout without fill, tap and decap cells)
group | Yosys count | in the layout | share of synthesized area
adders and majority gates | 43 | 43 | 0.00149
buffers and inverters | 1156 | 1686 | 0.0163
and+or+nand+nor | 1941 | 1941 | 0.0234
other | 0 | 200 | 0
AOI/OAI and AO/OA | 1706 | 1706 | 0.0344
muxes | 2716 | 2716 | 0.147
xor gates and xnor gates | 50 | 50 | 0.00132
DFF | 9282 | 9282 | 0.776
## metal layers
metal | vias up | routed length [um] | track usage
met2 | 10100 | 473000 | 0.439
met3 | 1151 | 197000 | 0.265
met1 | 89800 | 312000 | 0.416
li1 | 71100 | - | -
met5 | - | 2360 | 0.0114
met4 | 203 | 36100 | 0.0963
## worst max-delay path, delay by kind of cell
kind / cells / cell delay [ps]
and+or+nand+nor: 7 / 1520
AOI/OAI and AO/OA: 1 / 140
buffers and inverters: 1 / 620
## power by group through the flow
stage | logic (W) | clock network, W | registers, W
finish | 0.00000131 | 0.00000414 | 0.00000607
global route | 0.00000148 | 0.00000443 | 0.00000620
CTS | 0.00000135 | 0.00000423 | 0.00000605
## worst max-delay path by stage
| stage | from | to | slack [ps] |
|---|---|---|---|
| after CTS | en | modul1.cnt_reg[22] | 168290 |
| after global routing | en | modul1.cnt_reg[22] | 168130 |
| final | en | modul1.cnt_reg[22] | 168300 |
Power and IR drop assume default switching activity.
